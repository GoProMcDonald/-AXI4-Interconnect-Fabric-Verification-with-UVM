--- ./design.v ---
package axi_types_pkg;
parameter int AXI_ID_W = 4;
parameter int AXI_ADDR_W = 32;
parameter int AXI_DATA_W = 64;  
parameter int AXI_STRB_W = AXI_DATA_W/8;
typedef enum logic [1:0] {
  AXI_BURST_FIXED=2'b00, 
  AXI_BURST_INCR=2'b01, 
  AXI_BURST_WRAP=2'b10
  } axi_burst_e;
typedef struct packed {
  logic [AXI_ID_W-1:0] id;
  logic [AXI_ADDR_W-1:0] addr;
  logic [7:0] len;  
  logic [2:0] size;  
  axi_burst_e burst;
  logic [3:0] qos;
  logic [3:0] cache;
  logic [2:0] prot;
} axi_aw_ar_t;
typedef struct packed {
  logic [AXI_DATA_W-1:0] data;
  logic [AXI_STRB_W-1:0] strb;
  logic last;
} axi_w_t;
typedef struct packed {
  logic [AXI_ID_W-1:0] id;
  logic [1:0] resp;  
} axi_b_t;
typedef struct packed {
  logic [AXI_ID_W-1:0] id;
  logic [AXI_DATA_W-1:0] data;
  logic [1:0] resp;
  logic last;
} axi_r_t;
endpackage
module skid_buffer #(parameter W=32) (
  input  logic clk, rst_n,
  input  logic        in_valid,
  output logic        in_ready,
  input  logic [W-1:0] in_data,
  output logic        out_valid,
  input  logic        out_ready,
  output logic [W-1:0] out_data
);
  logic hold_valid; logic [W-1:0] hold_data;
  assign in_ready  = !hold_valid || (out_ready && out_valid);
  assign out_valid = hold_valid ? 1'b1 : in_valid;
  assign out_data  = hold_valid ? hold_data : in_data;
  always_ff @(posedge clk or negedge rst_n) begin
    if (!rst_n) 
      hold_valid <= 1'b0;
    else begin
      if (in_valid && in_ready && !out_ready) begin
        hold_valid <= 1'b1; 
        hold_data <= in_data;
      end else if (out_ready) begin
        hold_valid <= 1'b0;
      end
    end
  end
endmodule
--- ./run.sh ---
#!/bin/bash
# OpenROAD 26Q1-2900-gdf79404cd8, Yosys 0.63+post, stock flow scripts
make -C /OpenROAD-flow-scripts/flow DESIGN_CONFIG=/design/flow/config.mk WORK_HOME=/design/flow/orfs finish
--- ./config.mk ---
export PLATFORM = sky130hd
export DESIGN_NAME = skid_buffer
export DESIGN_NICKNAME = skid_buffer
export VERILOG_FILES = /design/flow/design.v
export SDC_FILE = /design/flow/constraint.sdc
export NUM_CORES = 4
export LEC_CHECK = 1
export CORE_AREA = 10 10 112 112
export DIE_AREA = 0 0 122 122
--- ./constraint.sdc ---
current_design skid_buffer

set clk_period 5.5
set clk_io_pct 0.2

create_clock -name clk0 -period $clk_period [get_ports {clk}]

set non_clock_inputs [all_inputs -no_clocks]
set_input_delay [expr $clk_period * $clk_io_pct] -clock clk0 $non_clock_inputs
set_output_delay [expr $clk_period * $clk_io_pct] -clock clk0 [all_outputs]
==> node_exporter_impl.prom <==
# HELP chip_impl_metric Metrics from one implementation run
# TYPE chip_impl_metric gauge
chip_impl_info{name="status",value="complete, no violations"} 1
chip_impl_metric{name="critical_path_cell_count",unit=""} 3
chip_impl_metric{name="place_congestion",unit=""} 0.7099
chip_impl_metric{name="clock_tree.htree_level_count",unit=""} 2
chip_impl_metric{name="number_of_synthesized_flops_with_an_enable_pin",unit=""} 32
chip_impl_metric{name="synthToLayoutAreaGrowth",unit="%"} 58.04
chip_impl_metric{name="final_count_of_pins_violating_max_slew",unit=""} 0
chip_impl_metric{name="via_per_inst",unit=""} 3.222
chip_impl_metric{name="r2r_setup_slack",unit="ps"} 3360
chip_impl_metric{name="hold_slack",unit="ps"} 964.9
chip_impl_info{name="worstSetupStartpoint",value="in_valid"} 1
chip_impl_metric{name="fin_crit",unit="ps"} 3329
chip_impl_metric{name="floorplan.die.width",unit="µm"} 122
chip_impl_metric{name="groute.usage.overall",unit=""} 0.04753
chip_impl_metric{name="detailed_place.area",unit="µm²"} 2356
chip_impl_metric{name="initCoreUtil",unit=""} 0.1507
chip_impl_metric{name="ys_ff",unit=""} 33
chip_impl_metric{name="dieArea",unit="µm²"} 14880
chip_impl_metric{name="fin_worst_skew",unit="ps"} 5.699
chip_impl_metric{name="synthesis.yosys.warnings",unit=""} 1
chip_impl_metric{name="syn_inst",unit=""} 73
chip_impl_metric{name="core",unit="µm²"} 10230
chip_impl_info{name="crit_family",value="buffers and inverters"} 1
chip_impl_metric{name="static-leakage-power",unit="nW"} 0.8583
chip_impl_metric{name="antenna_found_initial",unit=""} 0
chip_impl_metric{name="netlist_area",unit="µm²"} 1541
chip_impl_metric{name="firstDrtPassIters",unit=""} 2
chip_impl_metric{name="final_design_area_no_fill",unit="µm²"} 2436
chip_impl_metric{name="wire_per_inst",unit="µm"} 12.71
chip_impl_metric{name="first_iter_violations",unit=""} 35
chip_impl_metric{name="sum_of_overflow_across_all_layers_after_global_routing",unit=""} 0
chip_impl_metric{name="timing.critical_path.fanout_max",unit=""} 3
chip_impl_metric{name="die_height",unit="µm"} 122
chip_impl_metric{name="tool_warnings",unit=""} 25
chip_impl_metric{name="ys_cells",unit=""} 73
chip_impl_metric{name="grt_first_pass_wirelength",unit="µm"} 5589
chip_impl_metric{name="grt_start_max_net_pins",unit=""} 28
chip_impl_metric{name="cts.clk_slew.worst_paths",unit="ps"} 70
chip_impl_metric{name="r2r_cells",unit=""} 3
chip_impl_metric{name="max-clock-path-buffers",unit=""} 2
chip_impl_metric{name="drive_above_1_share",unit=""} 0.2905
chip_impl_info{name="endpoint",value="out_valid"} 1
chip_impl_metric{name="hpwl",unit="µm"} 2704
chip_impl_metric{name="critPathArrivalTime",unit="ps"} 2230
chip_impl_metric{name="synth_chip_area",unit="µm²"} 1541
chip_impl_metric{name="cts_setup_buffers",unit=""} 0
chip_impl_info{name="cells_along_the_critical_path",value="clkdlybuf4s50_1 -> or2_2 -> clkdlybuf4s50_1"} 1
chip_impl_metric{name="numPortBuffers",unit=""} 69
chip_impl_info{name="postSynth.topFlopCell",value="sky130_fd_sc_hd__edfxtp_1"} 1
chip_impl_info{name="post_synth_most_frequent_cells",value="32 x sky130_fd_sc_hd__edfxtp_1, 26 x sky130_fd_sc_hd__mux2_4, 6 x sky130_fd_sc_hd__mux2_2"} 1
chip_impl_info{name="critical_path.reg2reg.endpoint",value="hold_data[15]$_DFFE_PP_"} 1
chip_impl_metric{name="post_synth_arst_share",unit=""} 0.03030
chip_impl_info{name="grt_setup_unrepaired",value="false"} 1
chip_impl_metric{name="cts.sinks",unit=""} 33
chip_impl_metric{name="yosys.stat.seqShare",unit=""} 0.6396
chip_impl_metric{name="worst-endpoint-required",unit="ps"} 4400
chip_impl_metric{name="detail_route.antenna_diodes",unit=""} 0
chip_impl_metric{name="vdd_drop_max",unit="V"} 0.00009006
chip_impl_metric{name="cellPowerDensity",unit="nW/µm²"} 234.5
chip_impl_metric{name="achievable-frequency",unit="MHz"} 300.4
chip_impl_metric{name="synth.lib_cells_used.distinct",unit=""} 10
chip_impl_metric{name="design.portCount",unit=""} 70
chip_impl_info{name="root_buffer",value="sky130_fd_sc_hd__clkbuf_8"} 1
chip_impl_metric{name="floorplan.rows",unit=""} 37
chip_impl_info{name="synth.most_common_cell",value="sky130_fd_sc_hd__edfxtp_1"} 1
chip_impl_info{name="r2r_start",value="hold_valid$_DFFE_PN0P_"} 1
chip_impl_metric{name="final-setup-viol-count",unit=""} 0
chip_impl_metric{name="cts_buffers",unit=""} 5
chip_impl_metric{name="max_cap_viol_count",unit=""} 0
chip_impl_info{name="synthDominantAreaCellType",value="sky130_fd_sc_hd__edfxtp_1"} 1
chip_impl_metric{name="final.setup.tns",unit="ps"} 0
chip_impl_metric{name="cts_hold_repair.buffers",unit=""} 0
chip_impl_metric{name="post-synth-top-area-fraction",unit=""} 0.6234
chip_impl_metric{name="clock.latency.late_pin",unit="ps"} 280
chip_impl_metric{name="syn_area_per_cell",unit="µm²"} 21.12
chip_impl_metric{name="period_used_share",unit=""} 0.6053
chip_impl_metric{name="crit_path_max_incr_delay",unit="ps"} 430
chip_impl_metric{name="post_cts_resize_count",unit=""} 0
chip_impl_info{name="type_of_destination_of_the_critical_path",value="output pin"} 1
chip_impl_metric{name="cp_num_buf_inv",unit=""} 2
chip_impl_info{name="setup.worst_path.class",value="in2out"} 1
chip_impl_info{name="slowest_stage",value="sky130_fd_sc_hd__clkdlybuf4s50_1"} 1
chip_impl_info{name="synth.area.top_cells",value="sky130_fd_sc_hd__edfxtp_1 62%, sky130_fd_sc_hd__mux2_4 25%, sky130_fd_sc_hd__mux2_2 4.4%, sky130_fd_sc_hd__buf_12 2.6%, sky130_fd_sc_hd__dfrtp_1 1.6%"} 1
chip_impl_metric{name="report.final.hold_viol_count",unit=""} 0
chip_impl_metric{name="drt_total_wl",unit="µm"} 3609
chip_impl_metric{name="drc_errors",unit=""} 0
chip_impl_metric{name="slew_headroom",unit=""} 0.7079
chip_impl_metric{name="filler_instances",unit=""} 1060
chip_impl_metric{name="vias_in_the_first_global_route",unit=""} 986
chip_impl_info{name="cts_tree",value="built"} 1
chip_impl_metric{name="vias",unit=""} 915
chip_impl_info{name="crit_top_cell",value="sky130_fd_sc_hd__clkdlybuf4s50_1"} 1
chip_impl_info{name="min-delay-path-class",value="in2async"} 1
chip_impl_metric{name="postRouteAntennaNets",unit=""} 0
chip_impl_info{name="worstSetupStartpointType",value="primary input"} 1
chip_impl_metric{name="timing_worst_slew_pin_value",unit="ps"} 438.1
[layer usage]
metal  global-route usage  vias up  share of wire
li1                     -      434              -
met2              0.06696       43           0.42
met5                    0        -              0
met4             0.005961        0          0.015
met1              0.06681      433           0.46
met3              0.02347        5           0.10
[layout by cell type (no fill, tap or decap), types with 2 or more instances in the layout]
cell type / n
sky130_fd_sc_hd__clkdlybuf4s50_1: 69
sky130_fd_sc_hd__edfxtp_1: 32
sky130_fd_sc_hd__mux2_4: 26
sky130_fd_sc_hd__mux2_2: 6
sky130_fd_sc_hd__clkbuf_8: 5
sky130_fd_sc_hd__clkbuf_1: 3
sky130_fd_sc_hd__buf_4: 2
[registers in the layout, indices dropped and copies added, names as in the netlist]
| name | cells |
|---|---|
| hold_valid | 1 |
| hold_data | 32 |
[power by group]
part	switching, W	total, W	internal (W)
clock	0.0000907	0.000181	0.0000901
combinational	0.0000238	0.000103	0.0000797
sequential	0.00000394	0.000287	0.000283
total	0.000118	0.000571	0.000453
[worst reg2reg max path: cells and delay by family (launching register included)]
kind,cells,cell delay (ps)
flip-flops,1,530
AND/OR/NAND/NOR,1,560
buffers and inverters,2,700
[worst min-delay path by stage]
stage	to	from	cells past startpoint	slack [ps]
finish	hold_valid$_DFFE_PN0P_	rst_n	1	960
CTS	hold_valid$_DFFE_PN0P_	rst_n	1	950
global route	hold_valid$_DFFE_PN0P_	rst_n	1	950
[through the flow]
step,util,cells,setup WS (ps),total power (W)
floorplan,-,73,3066,0.0003327
global placement,0.2303,276,2152,0.0003989
detailed placement,0.2303,276,2145,0.0003991
CTS,0.2381,284,2145,0.0005876
global route,0.2381,284,2125,0.0006028
finish,0.2381,284,2171,0.0005713
[final cells by class]
| cell class | count | area, µm² | share of cell area |
|---|---|---|---|
| clock buffers | 8 | 80.08 | 0.03287 |
| multi-input cells | 36 | 493.0 | 0.2024 |
| flip-flops and latches | 33 | 987.2 | 0.4052 |
| well taps | 136 | 170.2 | 0.06985 |
| repair buffers | 71 | 705.7 | 0.2897 |
[cells by family (layout without fill, tap and decap cells)]
kind of cell	Yosys count	in the layout	synth area share
flip-flops	33	33	0.6396
multiplexers	32	32	0.2971
buffers and inverters	4	79	0.04058
AND/OR/NAND/NOR	3	3	0.01624
AND-OR/OR-AND	1	1	0.006494
Power and IR drop assume default switching activity.
